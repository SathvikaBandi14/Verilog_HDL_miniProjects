**flow/constraint.sdc**
```tcl
current_design bist

set clk_period 3.8
set clk_io_pct 0.2

create_clock -name clk0 -period $clk_period [get_ports {clk}]

set non_clock_inputs [all_inputs -no_clocks]
set_input_delay [expr $clk_period * $clk_io_pct] -clock clk0 $non_clock_inputs
set_output_delay [expr $clk_period * $clk_io_pct] -clock clk0 [all_outputs]
```
**flow/run.sh**
```bash
#!/bin/bash
# OpenROAD 26Q1-2900-gdf79404cd8, Yosys 0.63+post, stock flow scripts
make -C /OpenROAD-flow-scripts/flow DESIGN_CONFIG=/design/flow/config.mk WORK_HOME=/design/flow/orfs finish
```
**flow/config.mk**
```make
export PLATFORM = sky130hd
export DESIGN_NAME = bist
export DESIGN_NICKNAME = bist
export VERILOG_FILES = /design/flow/design.v
export SDC_FILE = /design/flow/constraint.sdc
export NUM_CORES = 4
export LEC_CHECK = 1
export CORE_UTILIZATION = 50
```
**flow/design.v**
```verilog
`timescale 1ns / 1ps
module bist(
input clk,rst,
input [3:0] sw,
output [3:0] led
    );
integer count=0;
reg sclk=0;
always@(posedge clk) 
begin
if(count<10)  
count=count+1;
else
begin
count<=0;
sclk=~sclk;
end
end    
reg flag=0;
always@(posedge clk)
begin 
if(sw==0)  
flag<=0;
else
flag<=1; 
end
integer i=0;
reg [3:0] temp=0;
always@(posedge sclk)
begin
if(flag==0)
begin 
if(i<4)
begin 
temp<={1'b1,temp[3:1]};  
i<=i+1;
end 
else if(i<8)
begin 
temp<={temp[2:0],1'b0}; 
i<=i+1;
end 
else 
begin 
i<=0;
temp<=0;
end
end 
else 
temp<=sw;
end 
assign led=temp;
endmodule
```
==> CHANGELOG.md <==
### Changed

* Count of endpoints without a timing constraint at 72
* Worst clock skew at 0.00608 ns
* Vias at 2526
* Clk pin slew, worst setup/hold paths at 0.06 ns
* Tool Warnings at 26
* GRT Total Usage at 0.194
* Row count at 30
* Worst setup EP type: flip-flop
* Total CTS buffers at 5
* Core area at 6870 µm²
* Placer's final routability congestion estimate at 0.883
* Total Routed Length at 6410 µm
* Clock network power share at 0.414
* Max transition margin at 0.573
* Longest Clk Path Bufs at 2
* EDFF count, synth at 33
* Top cells excl fill/tap: nor2_1 (72), dfxtp_1 (37), edfxtp_1 (33), xnor2_1 (30), xor2_1 (28)
* Final cell count without fillers at 472
* Outcome: finished clean
* Period minus WS final at ~1.9 ns
* CTS resizes at 0
* Yosys stat area at roughly 3600 µm²
* Max-cap violations at 0
* End of the worst hold path: count[0]
* CP Cell Sequence: o21ai_0 -> nand4_1 -> nor2_1 -> nor2_2 -> buf_4
* Synthesized area per cell at 9.71 µm²
* Delay-heaviest family, CP: simple AND/OR/NAND/NOR gates
* Largest net degree at the start of global routing at 37
* CP Class: flip-flop to flip-flop
* Asr flop ratio synth at 0
* Final period util at 0.500
* Mapped Area at 3580 µm²
* Layout cells sized above 1 at 0.0984
* Post-layout util at 0.561
* Slack of the critical path at 1.90 ns
* CP max FO at 17
* VDD IR max at 272 µV
* R2R setup slack at 1.90 ns
* Vias in the first global route at 2466
* Syn. warnings at 1
* Switching Fraction at 0.194
* Gr ovfl total at 0
* Crit path DAT at 1.88 ns
* Vias per cell at 5.35
* Clock H-tree levels at 2
* Seq pwr share at 0.568
* Dpl hpwl at 4650 µm
* Leakage power at 1.31 nW
* DR iter-0 viols at between 80 and 90
* TNS Setup at 0 ns
* Initial antenna violation count at 0
* CP bufs+invs at 1
* DP Worst Slack at 1.86 ns
* Worst min path class: flip-flop to flip-flop
* Most Crowded Layer GR: met2
* Register pins left without a clock at 36
* Worst r2r src: count[3]
* Fin. max-slew vios at 0
* Die ar. at 7510 µm²
* R2R depth at 5
* CP Launch Type: flip-flop
* Fmax at approximately 530 MHz
* Internal power consumption at around 0.5 mW
* Distinct lib cells at 37
* Port-buffer cells at 8
* Power Density at 165 nW/µm²
* Post-synth regs at 70
* Hold Vio Cnt, Final at 0
* Post-synth top flop: dfxtp_1
* Sequential share of the synthesized area at 0.483
* Slowest cell delay on critical path at roughly 0.48 ns
* CTS Hold Buffers Added at 0
* FP Util at 0.521
* Met1 track demand over resource at 0.285
* I/O Pins at 10
* # diodes at 0
* Placed insts at 464
* Req. time, crit path at 3.78 ns
* RSZ-0062 raised after global routing: no
* Highest-count logic cell in the final layout: nor2_1
* Global routing usage on met3 at 0.0261
* First drt pass iteration count at 4
* Late-Pin Clk Latency at 0.28 ns
* Avg WL per Cell at 13.6 µm
* NetSw at 0.123 mW
* Final setup fails at 0
* Combinational power share at 0.018
* Die Ht at 86.6 µm
* Clock Tree Root: clkbuf_8
* First-pass GRT wire length at about 11000 µm
* DRC viols at 0
* Setup fix buffers added after clock tree synthesis at 0
* Reg2reg end: sclk
* Final antenna-violating net count at 0
* Synthesized instance count at 369
* Hold Path Origin: count[0]
* Ys cells at 369
* Met2 Usage GRT at 0.333
* Area growth syn-to-layout at 7.51%
* Critical-path top delay cell: nor2_2
* Worst slew pin tran at between 0.6 and 0.7 ns
* CTS tree: yes
* Die Wd at between 80 and 90 µm
* WHS Path Cells at 1
-- stage by stage --
stage               cell area, µm²  power (mW)  hold WS, ns
floorplan                     3580       0.375        0.419
global placement              3760       0.381        0.443
detailed placement            3760       0.381        0.445
CTS                           3850       0.648        0.463
global route                  3850       0.661        0.483
finish                        3850       0.636        0.463
-- state kept, by name, summed over array words and instances, names as in the netlist --
register and count:
count 32, flag 1, i 32, sclk 1
temp 4
-- worst max-delay path by stage --
stage | endpoint | depth (start not counted) | from | slack (ns)
final | sclk | 5 | count[3] | 1.90
after global routing | sclk | 5 | count[2] | 1.76
after CTS | sclk | 5 | count[3] | 1.86
-- layout make-up --
type,count,area (µm²)
Fill cell,594,3020
Multi-Input combinational cell,275,1760
Sequential cell,70,1730
Tap cell,96,120
Timing Repair Buffer,12,110
Clock buffer,7,86.3
Inverter,11,41.3
Clock inverter,1,5.00
-- worst register-to-register path: stages, from the launching register on --
cell and delay, ns:
dfxtp_1 0.43, o21ai_0 0.18, nand4_1 0.13, nor2_1 0.06, nor2_2 0.48, buf_4 0.33
-- metal layers --
| metal | wire length [µm] | up-vias |
|---|---|---|
| met5 | 0 | - |
| met4 | 83 | 0 |
| met2 | 3070 | 29 |
| met1 | 3090 | 1169 |
| li1 | - | 1320 |
| met3 | 160 | 8 |
-- Yosys cell counts (all sizes together) (7+ instances only) --
master / number / share of area
and3: 9 / 0.016
and4: 7 / 0.017
buf: 7 / 0.0098
dfxtp: 37 / 0.21
edfxtp: 33 / 0.28
inv: 11 / 0.012
nand2: 21 / 0.022
nand3: 23 / 0.036
nand4: 22 / 0.046
nor2: 77 / 0.083
nor3: 12 / 0.024
nor4: 23 / 0.051
xnor2: 30 / 0.073
xor2: 28 / 0.068
-- cell families after synthesis --
family	after synthesis	synth area share
adder cells (fa/ha/maj)	2	0.00698
XOR/XNOR	58	0.142
multiplexers	3	0.00908
flip-flops	70	0.483
AND-OR/OR-AND	10	0.0178
AND/OR/NAND/NOR	202	0.313
buffers and inverters	24	0.0276
-- power groups by stage --
stage	registers, mW	logic [mW]	clock network (mW)
6_report	0.361	0.0117	0.263
4_1_cts	0.361	0.0117	0.276
5_1_grt	0.361	0.0126	0.287
No activity file was given, so power comes from the tool's default toggle rates.
