### /design/flow/design.v
`timescale 1ns / 1ps
module pwm(
input clk,rst,
output reg dout);
parameter period=100;
integer ton=0;  
integer count=0;
parameter up=0,down=1;
reg state;
reg ncyc=0; 
always@(posedge clk)
begin   
 if(rst)
begin   
ton<=0;
count<=0;
ncyc<=0;
end
else 
begin 
if(count<=ton)
begin
count<=count+1;
ncyc<=0;
dout<=1;
end 
else if(count<period)
begin 
count<=count+1;
ncyc<=0;
dout<=0;
end 
else 
begin 
ncyc<=1;
count<=0;
end 
end 
end
always@(posedge clk)
begin   
if(rst==0)
begin   
if(ncyc==1)
begin
case(state)
up: 
begin
if(ton<period)    
ton<=ton+5;
else
state<=down;
end 
down:begin 
if(ton>0)
ton<=ton-5;
else 
state<=up;
end
default:state<=up;
endcase
end
end
end
endmodule
### /design/flow/run.sh
#!/bin/bash
# OpenROAD 26Q1-2900-gdf79404cd8, Yosys 0.63+post, stock flow scripts
make -C /OpenROAD-flow-scripts/flow DESIGN_CONFIG=/design/flow/config.mk WORK_HOME=/design/flow/orfs finish
### /design/flow/config.mk
export PLATFORM = sky130hd
export DESIGN_NAME = pwm
export DESIGN_NICKNAME = pwm
export VERILOG_FILES = /design/flow/design.v
export SDC_FILE = /design/flow/constraint.sdc
export NUM_CORES = 4
export LEC_CHECK = 1
export CORE_AREA = 10 10 98 98
export DIE_AREA = 0 0 108 108
### /design/flow/constraint.sdc
current_design pwm

set clk_period 6.3
set clk_io_pct 0.2

create_clock -name clk0 -period $clk_period [get_ports {clk}]

set non_clock_inputs [all_inputs -no_clocks]
set_input_delay [expr $clk_period * $clk_io_pct] -clock clk0 $non_clock_inputs
set_output_delay [expr $clk_period * $clk_io_pct] -clock clk0 [all_outputs]
==> impl_metrics.json <==
{
  "status": "complete, no violations",
  "post_cts.repair.setup_buffers": 0,
  "synth.cell_area_um2": 1700,
  "worst_skew_pair.late_latency_ps": 290,
  "fp.coreArea_um2": 7650,
  "die_height_um": 108,
  "critical_path.slowest_cell": "sky130_fd_sc_hd__clkdlybuf4s50_1",
  "timing.critical_path.buf_inv": 1,
  "cp_data_arrival_time_ps": 1060,
  "numSynthFlops": 33,
  "cap_viol_max_count": 0,
  "vdd_drop_max_v": 0.0000642,
  "cellInternalPower_mw": 0.294,
  "placementRows": 32,
  "cts_root_buf": "sky130_fd_sc_hd__clkbuf_8",
  "timing.fmax_mhz": 430,
  "total_switching_power_mw": 0.0856,
  "clock_tree_from_tritoncts": "done",
  "instance_tally_after_logic_synthesis": 190,
  "cp_top_family": "buffers and inverters",
  "p_seq_frac": 0.565,
  "critical_path_cell_by_cell": "clkdlybuf4s50_1",
  "synth_chip_area_um2": 1700,
  "final-hold-violation-count": 0,
  "die.size.x_um": 108,
  "sw_frac_of_total": 0.226,
  "top_cells_by_count": "32 x sky130_fd_sc_hd__dfxtp_1, 18 x sky130_fd_sc_hd__a211oi_1, 17 x sky130_fd_sc_hd__nor3_1",
  "grt_first_pass_wirelength_mm": 6.12,
  "final-setup-viol-count": 0,
  "power_per_cell_area_nw_per_um2": 202,
  "route.detailed.drc": 0,
  "setup.worst_path.end_class": "output pin",
  "detail_route.antenna_diodes": 0,
  "drt-initial-drc-count": 113,
  "synth-edff-count": 1,
  "tool_warnings": 26,
  "path_class_of_the_lowest_slack_min_delay_path": "flop to flop",
  "num_io_pins": 3,
  "wire_per_inst_um": 12.0,
  "fin_util": 0.246,
  "cts_inserted_buffers": 5,
  "setup_repair_after_global_routing_missed_its_margin": "no",
  "synth-async-reset-ratio": 0,
  "htree_levels": 2,
  "grtUsageTotal": 0.0621,
  "critical_path_peak_fanout": 1,
  "final-max-slew-violation-count": 0,
  "avgSynthCellArea_um2": 8.93,
  "yosys.area.top_type": "sky130_fd_sc_hd__dfxtp_1",
  "pre_cts_ws_ps": 3890,
  "cts.hold.buffers_added": 0,
  "grt_antenna_before_repair": 0,
  "final.hold.worst_slack_ps": 486,
  "synth-main-ff-cell": "sky130_fd_sc_hd__dfxtp_1",
  "timing.setup.critical_path_class": "flop to output pin",
  "final_min_period_over_clock_period": 0.369,
  "clock_power_share": 0.406,
  "cts_resized": 0,
  "timing.critical_path.from_type": "flop",
  "nFillCells": 814,
  "top_cells_by_area_in_the_synthesized_netlist": "sky130_fd_sc_hd__dfxtp_1 38%, sky130_fd_sc_hd__a211oi_1 8.0%, sky130_fd_sc_hd__o31ai_1 5.8%",
  "die_area_um2": 11700,
  "worst-endpoint-required_ps": 5040,
  "seq_area_frac_synth": 0.395,
  "first_global_vias": 1282,
  "totalWireLength_mm": 3.50,
  "fin_setup_tns_ps": 0,
  "combinationalPowerShare": 0.028,
  "yosys-stat-cells": 190,
  "cts.clk_slew.worst_paths_ps": 70,
  "cts_sinks": 33,
  "routed_via_density": 5.03,
  "finalCriticalPeriod_ps": 2320,
  "post-synth-top-area-fraction": 0.378,
  "globalRoute.totalOverflow": 0,
  "core_util_floorplan": 0.222,
  "placement.io_buffers": 2,
  "worst_pin_slew_ps": 405,
  "skew_ps": 6.23,
  "drive_gt1_frac": 0.0684,
  "setup_ws_ps": 3980,
  "detailedRoute.firstPassIterationCount": 4,
  "static-leakage-power_nw": 0.545,
  "dp_hpwl_mm": 2.33,
  "relative_slew_slack": 0.727,
  "synthMostInstantiatedCell": "sky130_fd_sc_hd__dfxtp_1",
  "grt_max_degree": 34,
  "final_weighted_congestion_in_routability_driven_placement": 0.805,
  "detailroute.via_count": 1468,
  "syn_to_final_growth_pct": 10.8,
  "drt.antenna.violating_nets": 0,
  "critical_path.max_stage_delay_ps": 460,
  "cts_max_path_buffers": 2,
  "yosysUniqueCellTypes": 33,
  "count_of_synthesis_stage_warnings_from_yosys": 65
}
[through the flow]
| stage | std cells | area (um2) | power (mW) |
|---|---|---|---|
| 4_1_cts | 292 | 1880 | 0.385 |
| 3_3_place_gp | 284 | 1800 | 0.230 |
| 5_1_grt | 292 | 1880 | 0.398 |
| 3_5_place_dp | 284 | 1800 | 0.230 |
| 2_1_floorplan | 190 | 1700 | 0.226 |
| 6_report | 292 | 1880 | 0.379 |
[layer usage]
| metal | wire [um] | vias up | global-route usage |
|---|---|---|---|
| met5 | 0 | - | 0 |
| met4 | 43 | 0 | 0.00668 |
| met3 | 201 | 5 | 0.0211 |
| met2 | 1480 | 24 | 0.0866 |
| met1 | 1770 | 698 | 0.0933 |
| li1 | - | 741 | - |
[worst paths after layout]
check	startpoint	end	slack [ps]	cells past startpoint
worst min-delay path	count[31]	count[31]	490	2
worst max-delay path	dout	dout	3980	1
worst min register to register	count[31]	count[31]	490	2
worst max register to register	count[0]	count[20]	4350	5
[area by class of cell]
type	instances	area, um2	area share
clock buffers	6	72.6	0.0386
clock inverters	2	10.0	0.00532
multi-input cells	141	950	0.505
inverters	4	15.0	0.00798
repair buffers	4	35.0	0.0186
well taps	102	128	0.0679
flip-flops and latches	33	671	0.357
[placed cells by master (no fill, tap or decap), drive strengths merged, types with 4 or more instances in the layout]
cell    count
nand2      13
nand4      10
dfxtp      32
and3        5
nor2        4
clkbuf      6
xor2        8
inv         4
nor3       17
nor4        6
a211oi     18
nand3      12
or4        12
o31ai      13
xnor2       4
[power by group through the flow]
stage,Sequential (mW),Clock (mW),Combinational [mW]
4_1_cts,0.214,0.159,0.0111
5_1_grt,0.215,0.171,0.0123
6_report,0.214,0.154,0.0107
[cell families after synthesis]
family                   synth area share
AND-OR/OR-AND                       0.162
XOR/XNOR                           0.0619
adder cells (fa/ha/maj)            0.0147
buffers and inverters              0.0450
flip-flops                          0.395
AND/OR/NAND/NOR                     0.322
[flip-flops by register name (all words and copies together), names as in the netlist]
signal	count
dout	1
count	32
No activity file was given, so power comes from the tool's default toggle rates.
