<file path="flow/constraint.sdc">
current_design UART

set clk_period 7.0
set clk_io_pct 0.2

create_clock -name clk0 -period $clk_period [get_ports {clk}]

set non_clock_inputs [all_inputs -no_clocks]
set_input_delay [expr $clk_period * $clk_io_pct] -clock clk0 $non_clock_inputs
set_output_delay [expr $clk_period * $clk_io_pct] -clock clk0 [all_outputs]
</file>
<file path="flow/config.mk">
export PLATFORM = sky130hd
export DESIGN_NAME = UART
export DESIGN_NICKNAME = UART
export VERILOG_FILES = /design/flow/design.v
export SDC_FILE = /design/flow/constraint.sdc
export NUM_CORES = 4
export LEC_CHECK = 1
export CORE_UTILIZATION = 30
</file>
<file path="flow/run.sh">
#!/bin/bash
# OpenROAD 26Q1-2900-gdf79404cd8, Yosys 0.63+post, stock flow scripts
make -C /OpenROAD-flow-scripts/flow DESIGN_CONFIG=/design/flow/config.mk WORK_HOME=/design/flow/orfs finish
</file>
<file path="flow/design.v">
module UART(
    input clk,
    input start,
    input [7:0] txin,     
    output reg tx,         
    input rx,              
    output [7:0] rxout,    
    output rxdone,         
    output txdone          
);
    parameter clk_value = 100_000;
    parameter baud = 9600;
    parameter wait_count = clk_value / baud;
    reg bitDone = 0;
    integer count = 0;  
    parameter idle = 0, send = 1, check = 2;
    reg [1:0] state = idle;
    always @(posedge clk) begin
        if (state == idle)
            count <= 0;
        else begin
            if (count == wait_count) begin
                bitDone <= 1;
                count <= 0;
            end 
            else begin
                count <= count + 1;
                bitDone <= 0;
            end
        end
    end
    reg [9:0] txData;  
    integer bitIndex = 0;  
    reg [9:0] shifttx=0;
    always @(posedge clk) begin
        case (state)
            idle: begin
                tx <= 1;
                txData <= 0;
                bitIndex <= 0;
                shifttx <= 0;
                if (start) begin
                    txData <= {1'b1, txin, 1'b0};  
                    state <= send;
                end 
                else begin
                    state <= idle;
                end
            end
            send: begin
                tx <= txData[bitIndex];  
                shifttx <= {txData[bitIndex], shifttx[9:1]};  
                state <= check;
            end
            check: begin
                if (bitIndex <= 9) begin  
                    if (bitDone) begin
                        state <= send; 
                        bitIndex <= bitIndex + 1;
                    end
                end else begin  
                    state <= idle;  
                    bitIndex <= 0;
                end
            end
            default: begin
                state <= idle;
            end
        endcase
    end
    assign txdone = (bitIndex == 9 && bitDone == 1) ? 1:0;  
    integer rcount = 0;  
    integer rindex = 0;
    parameter ridle = 0, rwait = 1, recv = 2, rcheck = 3;
    reg [1:0] rstate;
    reg [9:0] rxdata;
    always @(posedge clk) begin
        case (rstate)
            ridle: begin
                rxdata <= 0;
                rindex <= 0;
                rcount <= 0;
                if (rx == 0)  
                    rstate <= rwait;
                else
                    rstate <= ridle;
            end
            rwait: begin
                if (rcount < wait_count / 2) begin
                    rcount <= rcount + 1;
                    rstate <= rwait;
                end else begin
                    rcount <= 0;
                    rstate <= recv;
                    rxdata <= {rx, rxdata[9:1]};  
                end
            end
            recv: begin
                if (rindex <= 9) begin  
                    if (bitDone) begin
                        rindex <= rindex + 1;  
                        rstate <= rwait;  
                    end
                end else begin
                    rstate <= ridle;
                    rindex <= 0;
                end
            end
            default: rstate <= ridle;
        endcase
    end
    assign rxout = rxdata[8:1];  
    assign rxdone = (rindex == 9 && bitDone == 1)? 1:0;  
endmodule
</file>
==> results_tabular.tex <==
% Implementation results table
\begin{tabular}{lr}
\hline
Metric & Value \\
\hline
\multicolumn{2}{l}{\textbf{Run status}} \\
\quad Run status & finished clean \\
\multicolumn{2}{l}{\textbf{Worst setup path}} \\
\quad Worst reg2reg endpoint & rstate[0] \\
\quad Logic depth of the worst register-to-register path & 6 \\
\quad Launching point of the worst reg2reg path & rindex[16] \\
\quad End of the critical path & txdone \\
\quad Arrival time reported for the critical path endpoint & 2.21 ns \\
\quad Launch point of the critical path & bitIndex[11] \\
\quad Critical path startpoint category & flop \\
\quad Worst Setup End Kind & output port \\
\quad R2R setup slack & 4.14 ns \\
\quad Required time worst endpoint & 5.60 ns \\
\quad Peak fanout along the critical path & 5 \\
\quad Startpoint-to-endpoint class of the critical path & reg2out \\
\multicolumn{2}{l}{\textbf{CTS}} \\
\quad Clk buf depth & 2 \\
\quad Number of buffers created by CTS & 17 \\
\quad Clock transition at the register clock pins on the worst setup and hold paths after CTS & 0.06 ns \\
\quad CTS sink cnt & 152 \\
\quad H-Tree Depth & 4 \\
\quad Post-CTS Setup Repair Bufs & 0 \\
\quad Number of cells upsized or downsized after cts & 0 \\
\quad Number of hold buffers added after CTS & 0 \\
\quad Root Buffer & sky130\_fd\_sc\_hd\_\_clkbuf\_16 \\
\quad Clock tree from TritonCTS & built \\
\quad Clk ins delay skew pair & 0.42 ns \\
\multicolumn{2}{l}{\textbf{Floorplan}} \\
\quad Core area & 26,100 µm² \\
\quad Die Span Y & 165 µm \\
\quad Cell row count & 59 \\
\quad Die footprint & 27,300 µm² \\
\quad Count of boundary I/O pins & 22 \\
\quad Floorplan utilization & 30.6\% \\
\quad Horiz. Die Dim & 165 µm \\
\multicolumn{2}{l}{\textbf{Yosys}} \\
\quad Post-synth area hogs & sky130\_fd\_sc\_hd\_\_edfxtp\_1 (45\%), sky130\_fd\_sc\_hd\_\_dfxtp\_1 (8.0\%), sky130\_fd\_sc\_hd\_\_nor2\_1 (6.5\%) \\
\quad Number of cells in Yosys stat & 784 \\
\quad Post-synth area from yosys stat & 7980 µm² \\
\quad Primary FF master, synth & sky130\_fd\_sc\_hd\_\_edfxtp\_1 \\
\quad Post-synthesis sequential area ratio & 53.2\% \\
\quad Ys Warns & 1 \\
\quad Cell type contributing the most total cell area after synthesis & sky130\_fd\_sc\_hd\_\_edfxtp\_1 \\
\quad Most frequent cell after synthesis & sky130\_fd\_sc\_hd\_\_nor2\_1 \\
\quad Mapped Cells & 784 \\
\quad Number of enable flip-flop cells & 120 \\
\quad Mean instance size in the synthesized netlist & 10.2 µm² \\
\quad Share of flip-flops with an asynchronous set or reset after synthesis & 0\% \\
\quad Largest type area fraction & 45.1\% \\
\quad Distinct lib cells & 46 \\
\quad Area of the mapped netlist & 7980 µm² \\
\quad Number of synthesized register bits & 152 \\
\quad Top cells by instance count after synthesis & sky130\_fd\_sc\_hd\_\_nor2\_1 (139), sky130\_fd\_sc\_hd\_\_edfxtp\_1 (120), sky130\_fd\_sc\_hd\_\_xnor2\_1 (57) \\
\multicolumn{2}{l}{\textbf{Final timing}} \\
\quad Number of setup violations in the final report & 0 \\
\quad Hold Worst Slack & 0.513 ns \\
\quad Final Cycle Share & 51.5\% \\
\quad Number of slew-limit violations in the final report & 0 \\
\quad Post-route clock skew & 0.0119 ns \\
\quad Achievable Freq & 277 MHz \\
\quad Final period demand of the worst path & 3.61 ns \\
\quad Worst slew slack as a fraction of its limit & 43.1\% \\
\quad Setup total negative slack & 0 ns \\
\quad Final hold viol count & 0 \\
\quad Unrepaired setup endpoints after global routing & no \\
\quad Tightest Pin Transition & 0.851 ns \\
\multicolumn{2}{l}{\textbf{Detailed routing}} \\
\quad Total length of routed wires & 14,900 µm \\
\quad WL met1 & 7540 µm \\
\quad Max layer used & met4 \\
\quad Violation tally from detailed-route iteration zero & 359 \\
\quad Vias after detailed routing & 5,516 \\
\quad Residual antenna-violating net count after detailed routing & 0 \\
\quad Pre-antenna DRT Iters & 4 \\
\quad Routed wl met2 & 6550 µm \\
\quad Antenna Cells & 0 \\
\quad Routed met3 length & 619 µm \\
\quad DRC violation count after routing & 0 \\
\quad Average wire per cell in the routed design & 13.0 µm \\
\quad Per-cell via count in the routed design & 4.82 \\
\multicolumn{2}{l}{\textbf{Min path}} \\
\quad Class of the tightest hold or removal check & reg2reg \\
\quad Hold-critical path depth & 1 \\
\multicolumn{2}{l}{\textbf{Power}} \\
\quad Share of power burned in registers & 51.6\% \\
\quad Total power consumption of the routed design & 3.38 mW \\
\quad Power per cell area & 371 nW/µm² \\
\quad Relative contribution of combinational cells to total power & 21.4\% \\
\quad Switching power & 1.13 mW \\
\quad Internal Pwr Total & 2.26 mW \\
\quad Clock share of power & 27.0\% \\
\quad Net switching share of the total power & 33.3\% \\
\quad Worst voltage drop across the vdd grid & 145 µV \\
\quad Total leakage power & 2.87 nW \\
\multicolumn{2}{l}{\textbf{Placement}} \\
\quad Number of I/O port buffers & 21 \\
\quad Post-DP HPWL & 9660 µm \\
\quad RePlAce Congestion & 0.816 \\
\multicolumn{2}{l}{\textbf{Global route}} \\
\quad Overflow left after global routing & 0 \\
\quad Pin count of the biggest net entering global routing & 33 \\
\quad Initial antenna violation count & 0 \\
\quad Total Routing Usage GR & 11.9\% \\
\quad First-pass GRT wire length & 25,300 µm \\
\quad Via count of the first global-routing pass & 5,257 \\
\multicolumn{2}{l}{\textbf{Run}} \\
\quad Maximum capacitance violations & 0 \\
\quad Number of warnings in the stage logs & 31 \\
\multicolumn{2}{l}{\textbf{Finish}} \\
\quad Proportion of layout cells with a drive suffix above 1 & 6.17\% \\
\quad Post-synthesis to final-layout area growth & 14.3\% \\
\hline
\end{tabular}
## placed cells by master (no fill, tap or decap), drive strengths merged, types with 3 or more instances in the layout
cell             n
buf             10
o21ai           11
xor2            50
nor2           139
xnor2           57
dfxtp           32
a21oi           14
clkdlybuf4s50   21
nand3           52
nand2           40
nor4            41
clkinv           3
nand4           41
or3             12
nor3            24
edfxtp         120
nand4b           3
and2            20
or4              3
inv             31
and4            14
ha              10
clkbuf          25
and3            13
nor4b            3
## per-stage QoR
stage               cells  setup slack, ns  utilization [%]  cell area (µm²)
floorplan             784             3.83                -             7980
global placement     1113             3.77             32.7             8520
detailed placement   1113             3.78             32.7             8520
CTS                  1145             3.33             35.0             9120
global route         1145             3.20             35.0             9120
finish               1145             3.39             35.0             9120
## layout make-up
type	instances	area [µm²]
Clock inverter	7	80.1
Tap cell	335	419
Sequential cell	152	4240
Clock buffer	25	518
Inverter	28	105
Timing Repair Buffer	31	285
Multi-Input combinational cell	567	3470
Fill cell	2525	16900
## critical path: stages, from the launching register on
cell                              delay, ns
sky130_fd_sc_hd__edfxtp_1              0.45
sky130_fd_sc_hd__nor4_1                0.36
sky130_fd_sc_hd__nand4_1               0.17
sky130_fd_sc_hd__nor3_1                0.30
sky130_fd_sc_hd__clkdlybuf4s50_1       0.52
## worst min path at each step
| stage | end | from | slack [ns] |
|---|---|---|---|
| 6_report | count[0] | count[0] | 0.51 |
| 5_1_grt | rxdata[8] | rxdata[9] | 0.54 |
| 4_1_cts | count[0] | count[0] | 0.52 |
## metal layers
| layer | vias to the layer above | global-route usage (%) |
|---|---|---|
| met1 | 2582 | 18.8 |
| met4 | 0 | 1.33 |
| li1 | 2842 | - |
| met3 | 8 | 2.78 |
| met5 | - | 0 |
| met2 | 84 | 17.7 |
## state kept, by name (all words and copies together), names as in the netlist
| name | flops |
|---|---|
| bitDone | 1 |
| bitIndex | 32 |
| count | 32 |
| rcount | 32 |
| rindex | 32 |
| rstate | 2 |
| rxdata | 9 |
| state | 2 |
| tx | 1 |
| txData | 9 |
## power groups by stage
stage	clock network (mW)	registers, mW	logic, mW
finish	0.915	1.75	0.723
global route	0.977	1.81	0.819
CTS	0.940	1.75	0.734
## cell families (layout without fill, tap and decap cells)
family | count (synthesis) | count (layout) | synth area share (%)
compound gates | 38 | 38 | 2.87
xor+xnor | 107 | 107 | 11.7
fa+ha+maj | 10 | 10 | 1.57
buf+inv | 65 | 91 | 3.79
flops | 152 | 152 | 53.2
mux | 3 | 3 | 0.548
simple gates | 409 | 409 | 26.3
Power and IR drop assume default switching activity.
